$ cat flow/run.sh
#!/bin/bash
# OpenROAD 26Q1-2900-gdf79404cd8, Yosys 0.63+post, stock flow scripts
make -C /OpenROAD-flow-scripts/flow DESIGN_CONFIG=/design/flow/config.mk WORK_HOME=/design/flow/orfs finish
$ cat flow/constraint.sdc
current_design ImmGen

set clk_period 4.5
set clk_io_pct 0.2

create_clock -name clk0 -period $clk_period

set non_clock_inputs [all_inputs -no_clocks]
set_input_delay [expr $clk_period * $clk_io_pct] -clock clk0 $non_clock_inputs
set_output_delay [expr $clk_period * $clk_io_pct] -clock clk0 [all_outputs]
$ cat flow/config.mk
export PLATFORM = sky130hd
export DESIGN_NAME = ImmGen
export DESIGN_NICKNAME = ImmGen
export VERILOG_FILES = /design/flow/design.v
export SDC_FILE = /design/flow/constraint.sdc
export NUM_CORES = 4
export LEC_CHECK = 1
export CORE_AREA = 10 10 70 70
export DIE_AREA = 0 0 80 80
$ cat flow/design.v
module ImmGen(in_imm, out_imm);
    input [31:0] in_imm;
	output reg [31:0] out_imm;
    always @(*)begin
        case(in_imm[6:0])
            7'b0000011 : out_imm <= {{20{in_imm[31]}},in_imm[31:20]};
            7'b0100011 : out_imm <= {{20{in_imm[31]}},in_imm[31:25],in_imm[11:7]};
            7'b1100011 : out_imm <= {{19{in_imm[31]}},in_imm[31],in_imm[7],in_imm[30:25],in_imm[11:8], {1{1'b0}}};
            7'b0010011 : 
                case(in_imm[14:12])
                    3'b101 : out_imm <= {{27{in_imm[31]}},in_imm[24:20]};
                    default: out_imm <= {{20{in_imm[31]}},in_imm[31:20]};
                endcase
            7'b1100111 : out_imm <= {{20{in_imm[31]}},in_imm[31:20]};
            7'b1101111 : out_imm <= {{11{in_imm[31]}},in_imm[31],in_imm[19:12],in_imm[20],in_imm[30:21], {1{1'b0}}};
            7'b0010111 : out_imm <= {in_imm[31:12],{12{1'd0}}};
            7'b0110111 : out_imm <= {in_imm[31:12],{12{1'd0}}};
            7'b0110111 : out_imm <= {{27{1'd0}}, in_imm[19:15]};
            default : out_imm <= {32{1'd0}};
        endcase
    end 
endmodule
==> GITHUB_STEP_SUMMARY <==
### Flow metrics

| Metric | Value |
|---|---|
| Status | `finished clean` |
| Vias | `781` |
| Row count | `21` |
| RePlAce Congestion | `0.7671` |
| Unique cell types | `30` |
| Layout cells sized above 1 | `0.1484` |
| Synth Area in Simple Gates | `0.2456` |
| Yosys cell count | `66` |
| Synth Cell Area | `roughly 500 µm²` |
| Setup TNS | `0 ps` |
| Pwr/cell area | `52.16 nW/µm²` |
| Seq Cell Count | `0` |
| WP data required | `3600 ps` |
| Logic area | `467.9 µm²` |
| Tcrit/Tclk final | `0.8888` |
| Yosys top cell by area | `a21o_1` |
| Detail Route Antenna Nets | `0` |
| Slew headroom | `0.4895` |
| P&R area growth vs syn | `135.8%` |
| MUX area fraction | `0.02005` |
| Ports | `64` |
| Post-CTS setup buffer count | `0` |
| Post-Layout Cell Count | `between 150 and 200` |
| Total Routing Usage GR | `0.07435` |
| CP Launch Type | `input pin` |
| Most used cell, CP | `clkdlybuf4s50_1` |
| Slew Viols, Final | `0` |
| Syn Area/Cell | `7.564 µm²` |
| Antenna fix cells | `0` |
| Remaining routing DRC violations | `0` |
| Global route overflow | `0` |
| Core Area | `around 3400 µm²` |
| # hold bufs at CTS | `0` |
| Post-CTS Resized | `0` |
| IO buf count | `about 64` |
| Complex Gates by Area | `0.6717` |
| Yosys xor share | `0` |
| Syn Inst Count | `66` |
| Top logic family | `AND-OR/OR-AND gates` |
| Yosys Chip Area | `~500 µm²` |
| Worst Tran Pin Value | `approximately 760 ps` |
| Final hold vios | `0` |
| Fp util | `0.1462` |
| Die ar. | `6400 µm²` |
| First-pass detailed-route iteration total | `4` |
| Worst EP arrival | `3100 ps` |
| Seq share, synth | `0` |
| Yosys warning total | `1` |
| Fraction of the mapped netlist area in adder cells | `0` |
| Cell chain of the critical path | `clkdlybuf4s50_1 -> inv_2 -> a2111o_1 -> a21boi_2 -> a21o_2 -> clkdlybuf4s50_1` |
| Initial antenna violation count | `0` |
| Tool Warnings | `32` |
| Fill cell count | `386` |
| Die W | `80 µm` |
| Wire per inst | `15.32 µm` |
| CP Class | `in -> out` |
| 1st-iter DRT viols | `46` |
| Dpl cells | `between 150 and 200` |
| RSZ-0062 raised after global routing | `false` |
| Clock buf count | `0` |
| Leakage | `0.5958 nW` |
| MaxCap Viol Count | `0` |
| DR vias/cell | `4.489` |
| Minimum clock period | `approximately 4000 ps` |
| Reg area | `0 µm²` |
| Drt total wl | `approximately 2700 µm` |
| FMAX | `250.0 MHz` |
| CP max stage cell | `clkdlybuf4s50_1` |
| Worst Hold Class | `in -> out` |
| Finish-stage setup viols | `0` |
| Chip height | `about 80 µm` |
| Vias in the first global route | `799` |
| Maximum VDD drop | `0.02127 mV` |
| First-pass GRT wire length | `between 4000 and 5000 µm` |
| Critical path's largest stage delay | `600 ps` |
| Total power | `0.06141 mW` |
| Crit. End Element | `primary output` |
| Core Util, Final | `0.3447` |
| Pin count of the biggest net entering global routing | `13` |
| DPL Wire Length | `about 2200 µm` |
| Cell area leaders | `a21o_1, a21o_2, a22o_1, buf_6, nand2_1` |
| Synth top area share | `0.2105` |
| Worst-path fanout max | `11` |
[power breakdown]
group / internal (mW) / leakage [nW] / switching [mW]
Sequential: 0 / 0 / 0
Clock: 0 / 0 / 0
Combinational: 0.0426 / 0.596 / 0.0189
[cell families after synthesis]
kind of cell	Yosys count
AOI/OAI and AO/OA	41
and+or+nand+nor	20
buffers and inverters	4
muxes	1
[metal layers]
layer  vias up  wire length [µm]  GRT usage
met1       338              1211    0.09888
met3         0               393    0.03864
met4         0                 0          0
met5         -                 0          0
met2        51              1060     0.1108
li1        392                 -          -
[final timing paths]
path / startpoint / endpoint / cells past startpoint
min: in_imm[17] / out_imm[17] / 3
max: in_imm[2] / out_imm[22] / 6
[per-stage QoR]
| stage | worst slack (ps) | cell area, µm² | hold WS [ps] |
|---|---|---|---|
| global placement | 510.1 | 1177 | 2751 |
| floorplan | 1719 | 499.2 | 1863 |
| global route | 343.4 | 1177 | 2790 |
| CTS | 468.9 | 1177 | 2762 |
| finish | 500.3 | 1177 | 2750 |
| detailed placement | 479.5 | 1177 | 2756 |
[area by class of cell]
type / instances / share of cell area
multi-input combinational: 62 / 0.3974
inverter: 1 / 0.003188
timing repair buffer: 65 / 0.5505
tap: 46 / 0.04888
[layout by cell type, fill, tap and decap left out, types with 2 or more instances in the layout]
cell             instances
a21o_2                  11
a21oi_1                  2
nor2_1                   4
nor3_1                   2
a21o_1                  14
nand3b_1                 2
a22o_1                   4
nand2_1                  4
clkdlybuf4s50_1         64
[cells in the mapped netlist (2+ instances only)]
| master | n |
|---|---|
| a21o_1 | 14 |
| a21o_2 | 11 |
| a22o_1 | 4 |
| nand2_1 | 4 |
| nor2_1 | 4 |
| a21oi_1 | 2 |
| buf_6 | 2 |
| nand3b_1 | 2 |
| nor3_1 | 2 |
[worst max-delay path: cells and delay by family]
kind	cells	cell delay [ps]
buffers and inverters	3	1130
AOI/OAI and AO/OA	3	1060
No activity file was given, so power comes from the tool's default toggle rates.
