<file path="design/flow/design.v">
module ALU(
    input [31:0] A,B,
    input [3:0] ALUop,
    output reg [31:0] Out
);
    always @(*)begin
		case (ALUop)
			4'd0   : Out = A + B;
			4'd1   : Out = A - B;
			4'd2   : Out = A & B;
			4'd3    : Out = A | B;
            4'd4   : Out = A ^ B;
			4'd5   : Out = { 31'h00000000, ( $signed(A) < $signed(B) ) ? 32'd1 : 32'd0 };
			4'd6  : Out = { 31'h00000000, ( A < B ) ? 32'd1 : 32'd0 };
			4'd7   : Out = (A << B[4:0]);
			4'd8   : Out = ($signed(A) >>> $signed(B[4:0]));
            4'd9   : Out = (A >> B[4:0]);
            4'd10: Out = B;         
            4'd15   : Out = 32'hxxxxxxxx;
			default	   : Out = 32'h00000000;
		endcase
    end
endmodule
</file>
<file path="design/flow/run.sh">
#!/bin/bash
# OpenROAD 26Q1-2900-gdf79404cd8, Yosys 0.63+post, stock flow scripts
make -C /OpenROAD-flow-scripts/flow DESIGN_CONFIG=/design/flow/config.mk WORK_HOME=/design/flow/orfs finish
</file>
<file path="design/flow/config.mk">
export PLATFORM = sky130hd
export DESIGN_NAME = ALU
export DESIGN_NICKNAME = ALU
export VERILOG_FILES = /design/flow/design.v
export SDC_FILE = /design/flow/constraint.sdc
export NUM_CORES = 4
export LEC_CHECK = 1
export CORE_UTILIZATION = 50
</file>
<file path="design/flow/constraint.sdc">
current_design ALU

set clk_period 21.7
set clk_io_pct 0.2

create_clock -name clk0 -period $clk_period

set non_clock_inputs [all_inputs -no_clocks]
set_input_delay [expr $clk_period * $clk_io_pct] -clock clk0 $non_clock_inputs
set_output_delay [expr $clk_period * $clk_io_pct] -clock clk0 [all_outputs]
</file>
==> flow_summary_export.csv <==
group,metric,value,unit
layout,n_fill_cell,1677,
critical_path,timing.critical_path.to_type,"primary output",
floorplan,design.die.area,0.01791,sq mm
placed_design,place_congestion,1.102,
timing,grt_setup_unrepaired,"no",
drt,drt-wirelength-per-cell,24.26,um
power,power.internal,0.1024,mW
global_routing,largest_net_degree_at_the_start_of_global_routing,70,
logic_synthesis,area_share_of_the_leading_cell_type_in_the_synthesized_netlist,0.1411,
drt,detail_route.wirelength,37350,um
clock_tree,post-cts-setup-buffers,0,
logic_synthesis,synth_area,0.008688,sq mm
layout,finalInstanceArea,0.009718,sq mm
global_routing,global_route_wire_length_before_repair,56800,um
global_routing,grt-busiest-layer,"met2",
logic_synthesis,synthDominantAreaCellType,"sky130_fd_sc_hd__ha_1",
drt,drt_iter0_drc,1305,
global_routing,grt_usage,0.4240,
timing,finalCritPeriodShare,0.6087,
clock_tree,post_cts.resized_instances,0,
floorplan,std_cell_rows,47,
drt,route.detailed.drc,0,
status,outcome,"finished, final reports clean",
logic_synthesis,netlist_top_cells_count,"sky130_fd_sc_hd__nor2_1, sky130_fd_sc_hd__a21oi_1, sky130_fd_sc_hd__o21ai_0, sky130_fd_sc_hd__nand2_1, sky130_fd_sc_hd__ha_1",
floorplan,die-height,133.8,um
logic_synthesis,synth-area-yosys,0.008688,sq mm
layout,total_number_of_sequential_cells,0,
power,cellPowerDensity,26.27,mW/mm^2
global_routing,grt_antenna_before_repair,2,
hold_path,hp-class,"in2out",
power,fraction_of_power_spent_switching_nets,0.5987,
global_routing,use_met3,0.1015,
layout,comb_area,0.007891,sq mm
power,peakVddDrop,0.02065,mV
logic_synthesis,ys_cells,1296,
layout,flow.area_growth_from_synthesis,11.85,%
logic_synthesis,yosysWarningCount,1,
timing,final-hold-violation-count,0,
placed_design,place_area,0.009716,sq mm
logic_synthesis,yosys.cell_count.top_type,"sky130_fd_sc_hd__nor2_1",
logic_synthesis,synth.lib_cells_used.distinct,81,
timing,slew_viol_final,0,
global_routing,global_route.usage.met1,0.6043,
floorplan,core_area,0.01676,sq mm
timing,final.setup.tns,0,ns
flow_run,warnings,99,
placed_design,dpl.hpwl,29080,um
timing,setup_violations,0,
timing,period_minus_ws_final,13.21,ns
critical_path,cp.required,17.36,ns
logic_synthesis,syn-instance-count,1296,
floorplan,design.portCount,100,
timing,fmax,75.71,MHz
critical_path,crit_type,"in2out",
critical_path,start_kind,"primary input",
flow_run,max_cap_violations,0,
power,total_leakage_power,4.033,nW
global_routing,first_global_vias,9528,
floorplan,initial_core_util,0.5184,
clock_tree,cts-hold-fix-buffers,0,
global_routing,overflow,0,
drt,vias,10640,
drt,drt_pre_antenna_iters,6,
drt,via_per_inst,6.910,
drt,ant_nets,0,
logic_synthesis,ys_seq_frac,0,
floorplan,die_width,133.8,um
critical_path,worst-endpoint-arrival,8.87,ns
logic_synthesis,yosys-top-cells-area,"sky130_fd_sc_hd__ha_1, sky130_fd_sc_hd__mux4_2, sky130_fd_sc_hd__nor2_1, sky130_fd_sc_hd__a21oi_1, sky130_fd_sc_hd__o21ai_0",
layout,drive_gt1_frac,0.07733,
placed_design,io_buffer_count,100,
layout,ff_latch_area,0,sq um
timing,maxSlewHeadroom,0.3923,
power,total_switching_power,0.1528,mW
layout,clockBufferCount,0,
logic_synthesis,synth_area_per_inst,6.704,sq um
global_routing,met2_usage,0.6399,
timing,tightest_slew,0.8886,ns
critical_path,crit_fanout,47,
[per-layer routing]
layer | up-vias | part of all wire
met1 | 4979 | 0.41
met3 | 125 | 0.12
li1 | 4888 | -
met5 | - | 0
met4 | 0 | 0.039
met2 | 649 | 0.43
[cell type report]
| cell class | count | area share |
|---|---|---|
| repair buffers | 128 | 0.1223 |
| inverters | 96 | 0.03708 |
| diodes | 1 | 0.0002575 |
| multi-input cells | 1095 | 0.8120 |
| well taps | 220 | 0.02832 |
[power by group through the flow]
stage,Sequential (mW),Clock [mW],Combinational [mW]
after CTS,0,0,0.248
after global routing,0,0,0.274
[layout by cell type (no fill, tap or decap), types with 6 or more instances in the layout]
master / netlist / layout
sky130_fd_sc_hd__and3_1: 6 / 6
sky130_fd_sc_hd__nand3_1: 34 / 34
sky130_fd_sc_hd__xnor2_1: 17 / 17
sky130_fd_sc_hd__nor2b_1: 10 / 10
sky130_fd_sc_hd__mux4_2: 37 / 37
sky130_fd_sc_hd__a211oi_1: 15 / 15
sky130_fd_sc_hd__nor4_1: 6 / 6
sky130_fd_sc_hd__inv_1: 95 / 95
sky130_fd_sc_hd__a31oi_1: 14 / 14
sky130_fd_sc_hd__nor2_1: 158 / 157
sky130_fd_sc_hd__a21o_1: 17 / 17
sky130_fd_sc_hd__clkdlybuf4s50_1: 0 / 95
sky130_fd_sc_hd__nand2b_1: 21 / 21
sky130_fd_sc_hd__o221ai_1: 9 / 9
sky130_fd_sc_hd__nand2_1: 104 / 104
sky130_fd_sc_hd__a2111oi_0: 9 / 9
sky130_fd_sc_hd__o311ai_0: 6 / 6
sky130_fd_sc_hd__o211ai_1: 24 / 24
sky130_fd_sc_hd__a211o_1: 9 / 9
sky130_fd_sc_hd__a221oi_1: 22 / 22
sky130_fd_sc_hd__o22ai_1: 10 / 10
sky130_fd_sc_hd__mux2i_1: 51 / 51
sky130_fd_sc_hd__a22oi_1: 18 / 18
sky130_fd_sc_hd__nor3_1: 25 / 22
sky130_fd_sc_hd__o31ai_1: 13 / 13
sky130_fd_sc_hd__o21ai_0: 113 / 113
sky130_fd_sc_hd__o2111ai_1: 10 / 10
sky130_fd_sc_hd__o21ai_1: 7 / 7
sky130_fd_sc_hd__or3_1: 15 / 15
sky130_fd_sc_hd__a21oi_1: 114 / 114
sky130_fd_sc_hd__ha_1: 98 / 98
sky130_fd_sc_hd__buf_4: 3 / 29
[critical path: stages]
cell and delay (ns):
sky130_fd_sc_hd__clkdlybuf4s50_1 0.45, sky130_fd_sc_hd__buf_4 0.41, sky130_fd_sc_hd__inv_1 0.45, sky130_fd_sc_hd__ha_1 0.59, sky130_fd_sc_hd__nor2_4 0.07, sky130_fd_sc_hd__or4_1 0.48
sky130_fd_sc_hd__o211a_1 0.17, sky130_fd_sc_hd__a311oi_1 0.42, sky130_fd_sc_hd__o221ai_1 0.29, sky130_fd_sc_hd__nand3_1 0.15, sky130_fd_sc_hd__o211ai_1 0.12, sky130_fd_sc_hd__xor2_1 0.18
sky130_fd_sc_hd__o2111ai_1 0.23, sky130_fd_sc_hd__clkdlybuf4s50_1 0.51
[through the flow]
stage / setup slack [ns] / power, mW / hold WS, ns / cells / util
after floorplan: 9.990 / 0.1574 / 8.766 / 1296 / -
after global placement: 8.580 / 0.2469 / 9.801 / 1539 / 0.5797
after detailed placement: 8.546 / 0.2462 / 9.803 / 1539 / 0.5797
after CTS: 8.537 / 0.2479 / 9.815 / 1539 / 0.5797
after global routing: 8.245 / 0.2738 / 9.848 / 1539 / 0.5797
final: 8.491 / 0.2553 / 9.809 / 1540 / 0.5798
[logic make-up (layout without fill, tap and decap cells)]
logic type / count (synthesis) / count (layout) / synth area share
other cells: 0 / 1 / 0
simple gates: 403 / 403 / 0.2097
compound gates: 483 / 483 / 0.3750
fa+ha+maj: 100 / 100 / 0.1457
xor+xnor: 21 / 21 / 0.02117
mux: 88 / 88 / 0.1547
buf+inv: 201 / 224 / 0.09375
[worst paths after layout]
path | start | end | slack, ns | depth (start not counted)
setup / recovery | B[4] | Out[27] | 8.49 | 14
hold / removal | B[13] | Out[13] | 9.81 | 4
Power and IR drop assume default switching activity.
