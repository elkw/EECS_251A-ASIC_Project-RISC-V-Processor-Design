File: flow/config.mk
export PLATFORM = sky130hd
export DESIGN_NAME = Load_extention
export DESIGN_NICKNAME = Load_extention
export VERILOG_FILES = /design/flow/design.v
export SDC_FILE = /design/flow/constraint.sdc
export NUM_CORES = 4
export LEC_CHECK = 1
export CORE_AREA = 10 10 90 90
export DIE_AREA = 0 0 100 100
File: flow/constraint.sdc
current_design Load_extention

set clk_period 6.6
set clk_io_pct 0.2

create_clock -name clk0 -period $clk_period

set non_clock_inputs [all_inputs -no_clocks]
set_input_delay [expr $clk_period * $clk_io_pct] -clock clk0 $non_clock_inputs
set_output_delay [expr $clk_period * $clk_io_pct] -clock clk0 [all_outputs]
File: flow/design.v
module Load_extention(
    input [2:0] func3,
    input [31:0] dcache_dout,
    input [31:0] wb_dcache_addr,
    output reg [31:0] dcache_dout_ld_ext
);
always @* begin
    case(func3)
        3'b000: begin  
            if (wb_dcache_addr[1:0] == 2'b00) 
                dcache_dout_ld_ext = { {24{dcache_dout[ 7]}}, dcache_dout[ 7: 0]};
            else if (wb_dcache_addr[1:0] == 2'b01) 
                dcache_dout_ld_ext = { {24{dcache_dout[15]}}, dcache_dout[15: 8]};
            else if (wb_dcache_addr[1:0] == 2'b10) 
                dcache_dout_ld_ext = { {24{dcache_dout[23]}}, dcache_dout[23:16]};
            else 
                dcache_dout_ld_ext = { {24{dcache_dout[31]}}, dcache_dout[31:24]};
        end
        3'b001: begin  
            if (wb_dcache_addr[1:0] == 2'b00) 
                dcache_dout_ld_ext = { {16{dcache_dout[15]}}, dcache_dout[15: 0]};
            else 
                dcache_dout_ld_ext = { {16{dcache_dout[31]}}, dcache_dout[31:16]};
        end
        3'b010:  
            dcache_dout_ld_ext = dcache_dout;
        3'b100: begin  
            if (wb_dcache_addr[1:0] == 2'b00) 
                dcache_dout_ld_ext = {{24{1'b0}}, dcache_dout[ 7: 0]};
            else if (wb_dcache_addr[1:0] == 2'b01) 
                dcache_dout_ld_ext = {{24{1'b0}}, dcache_dout[15: 8]};
            else if (wb_dcache_addr[1:0] == 2'b10) 
                dcache_dout_ld_ext = {{24{1'b0}}, dcache_dout[23:16]};
            else 
                dcache_dout_ld_ext = {{24{1'b0}}, dcache_dout[31:24]};
        end
        3'b101: begin  
            if (wb_dcache_addr[1:0] == 2'b00) 
                dcache_dout_ld_ext = { {16{1'b0}}, dcache_dout[15: 0]};
            else 
                dcache_dout_ld_ext = { {16{1'b0}}, dcache_dout[31:16]};
        end
        default: dcache_dout_ld_ext = dcache_dout;
    endcase
end
endmodule
File: flow/run.sh
#!/bin/bash
# OpenROAD 26Q1-2900-gdf79404cd8, Yosys 0.63+post, stock flow scripts
make -C /OpenROAD-flow-scripts/flow DESIGN_CONFIG=/design/flow/config.mk WORK_HOME=/design/flow/orfs finish
==> qor.csv <==
stage,metric,value,unit
logic_synthesis,xor and xnor fraction of the mapped netlist area,0,
critical_path,data arrival time at the worst-slack endpoint,4.07,ns
final_layout,area of the multi-input gates,800,µm²
worst_hold_path,class of the tightest hold or removal check,in -> out,
final_layout,Storage cell area,0,µm²
global_routing,GR met3 Demand/Resource,0.0278,
final_layout,fill cell instance count of the final layout,691,
floorplan,ports placed on the boundary,99,
global_routing,global routing's busiest layer,met2,
sta,Worst-Margin Slew,0.786,ns
outcome,outcome,finished clean,
global_routing,aggregate global routing overflow,0,
power,overall power of the completed layout,113,µW
cts,total setup buffers inserted after CTS,0,
final_layout,layout cell share with drive strength beyond 1,0.183,
sta,min setup slack post-route,1.21,ns
routing,Post-route DRC,0,
logic_synthesis,Syn Std Cell Area,888,µm²
place,estimated wirelength of the detail-placed design,3360,µm
routing,number of optimization iterations in the first detailed-route pass,4,
sta,shortest clock period the worst path allows after layout,5.39,ns
sta,final-report max-slew violation count,0,
logic_synthesis,Post-Synthesis Mean Instance Area,6.73,µm²
sta,final worst path period share,0.816,
floorplan,die width,100,µm
logic_synthesis,sequential area share after synthesis,0,
power,P_sw,41.4,µW
power,switching part of the total power,0.367,
floorplan,number of rows in the core area,29,
global_routing,initial antenna violation count,0,
final_layout,sequential cell count,0,
routing,vias per inst,4.47,
sta,final number of hold-violating endpoints,0,
global_routing,largest net degree at the start of global routing,43,
critical_path,top fanout value on the critical path,18,
power,power share of the sequential group,0,
logic_synthesis,combinational family with the most area after synthesis,simple AND/OR/NAND/NOR gates,
global_routing,first-pass GRT wire length,6530,µm
logic_synthesis,yosys stat area,888,µm²
logic_synthesis,count of mapped cells out of synthesis,132,
routing,via count,1199,
power,Worst VDD drop,0.0201,mV
floorplan,Die Span Y,100,µm
routing,DRC marker count from the first detailed-route iteration,83,
sta,Max-Slew Margin vs Limit,0.474,
power,Comb power frac,1.000,
logic_synthesis,Adder Area Share,0,
cts,number of gates resized after cts,0,
final_layout,clock buffer count in the final layout,0,
place,pre-CTS setup slack,1.23,ns
power,static leakage power,0.658,nW
global_routing,Total Routing Usage GR,0.0789,
power,clock network fraction of total power,0,
routing,Routed WL,4250,µm
logic_synthesis,mux cell area share after synthesis,0.0676,
critical_path,endpoint required time on the critical path,5.28,ns
logic_synthesis,AND-OR/OR-AND share of the synthesized area,0.394,
flow_run,number of maximum-capacitance violations,0,
flow_run,tool warnings,62,
logic_synthesis,synth unique cells,35,
routing,count of antenna-violating nets left after detailed routing,0,
critical_path,Worst Setup Start Kind,input port,
global_routing,met2 Track Usage GR,0.131,
logic_synthesis,Syn. warnings,1,
floorplan,core utilization before placement,0.142,
power,internal power of the cells,71.4,µW
power,ratio of total power to cell area,69.6,mW/mm²
logic_synthesis,"share of synthesized cell area in and, or, nand and nor gates",0.438,
cts,count of hold-fix buffers inserted at cts,0,
sta,unrepaired setup endpoints after global routing,false,
global_routing,met1 demand-to-capacity share in global routing,0.103,
sta,max frequency,186,MHz
critical_path,critical path launch point,wb_dcache_addr[0],
place,dpl cell area,0.00162,mm²
final_layout,area growth from synthesis to layout,82.4,%
critical_path,type of element capturing the critical path,primary output,
sta,final-layout setup total negative slack,0,ns
logic_synthesis,cells in synth_stat.txt,132,
critical_path,kind of critical path,in -> out,
routing,average routed wire per standard cell,15.9,µm
global_routing,number of global-route vias before repair,1258,
place,Routability Congestion,0.776,
sta,total of endpoints with negative setup slack in the final report,0,
routing,Diodes inserted,0,
floorplan,Die Footprint,0.0100,mm²
place,count of buffers inserted at the top-level ports,69,
floorplan,placeable core region,0.00628,mm²
worst_hold_path,hold wc startpoint,dcache_dout[0],
final_layout,final standard cell area without fillers,0.00162,mm²
-- area by class of cell --
type,count,share of cell area
tap,77,0.0595
timing repair buffer,73,0.445
inverter,1,0.00232
multi-input combinational,117,0.493
-- cells in the mapped netlist (all sizes together) --
cell     n  area share
clkbuf   5       0.021
inv      1      0.0042
nand3   18        0.16
mux2     5       0.068
buf      9       0.075
o21ai    6       0.038
o21bai   1      0.0085
a22oi    7       0.059
a32oi    1       0.031
o211ai   7       0.076
and2b    1      0.0085
and4bb   1       0.014
a21bo    1       0.011
a21oi    9       0.051
and3     1      0.0070
o32ai    2       0.020
o21ba    1       0.011
nand2   25        0.11
o31ai    4       0.034
a211oi   3       0.025
a31oi    1      0.0070
nand2b   3       0.021
nor4     1      0.0070
o311a    1       0.011
or2      6       0.042
nand3b   4       0.034
nor2b    2       0.014
nor2     5       0.021
o211a    1       0.011
-- power groups by stage --
stage | logic, mW | registers (mW) | clock network (mW)
final | 0.113 | 0 | 0
after global routing | 0.124 | 0 | 0
after CTS | 0.115 | 0 | 0
-- cells by family after synthesis --
family          after synthesis
compound gates               45
buf+inv                      15
mux                           5
simple gates                 67
-- path summary, 6_finish.rpt --
check / end / slack, ns / cells after the start
max: dcache_dout_ld_ext[9] / 1.21 / 6
min: dcache_dout_ld_ext[0] / 3.58 / 4
-- critical path, cell delays in order --
cell	delay, ns
sky130_fd_sc_hd__clkdlybuf4s50_1	0.92
sky130_fd_sc_hd__mux2_2	0.43
sky130_fd_sc_hd__a32oi_4	0.56
sky130_fd_sc_hd__buf_4	0.31
sky130_fd_sc_hd__o211ai_2	0.09
sky130_fd_sc_hd__clkdlybuf4s50_1	0.43
-- placed cells by master (no fill, tap or decap), types with 3 or more instances in the layout --
cell type                         instances
sky130_fd_sc_hd__mux2_2                   4
sky130_fd_sc_hd__nor2_1                   5
sky130_fd_sc_hd__nand3_1                  7
sky130_fd_sc_hd__nand2b_1                 3
sky130_fd_sc_hd__a22oi_1                  7
sky130_fd_sc_hd__a211oi_1                 3
sky130_fd_sc_hd__o211ai_2                 3
sky130_fd_sc_hd__o31ai_1                  4
sky130_fd_sc_hd__nand2_1                 25
sky130_fd_sc_hd__or2_2                    6
sky130_fd_sc_hd__o21ai_0                  5
sky130_fd_sc_hd__nand3b_1                 4
sky130_fd_sc_hd__nand3_2                 11
sky130_fd_sc_hd__clkdlybuf4s50_1         69
sky130_fd_sc_hd__buf_4                    4
sky130_fd_sc_hd__a21oi_1                  9
sky130_fd_sc_hd__o211ai_1                 4
-- layer usage --
layer | part of all wire | wire [µm]
met5 | 0 | 0
met4 | 0 | 0
met3 | 0.094 | 400
met2 | 0.46 | 1950
met1 | 0.45 | 1910
-- through the flow --
| stage | hold slack (ns) | utilization | instances |
|---|---|---|---|
| 2_1_floorplan | 2.71 | - | 132 |
| 3_3_place_gp | 3.59 | 0.258 | 268 |
| 3_5_place_dp | 3.59 | 0.258 | 268 |
| 4_1_cts | 3.59 | 0.258 | 268 |
| 5_1_grt | 3.63 | 0.258 | 268 |
| 6_report | 3.58 | 0.258 | 268 |
No activity file was given, so power comes from the tool's default toggle rates.
